`flow/config.mk`:
```
export PLATFORM = sky130hd
export DESIGN_NAME = gmp
export DESIGN_NICKNAME = gmp
export VERILOG_FILES = /design/flow/design.v
export SDC_FILE = /design/flow/constraint.sdc
export NUM_CORES = 4
export LEC_CHECK = 1
export CORE_UTILIZATION = 40
```
`flow/constraint.sdc`:
```
current_design gmp

set clk_period 5.2
set clk_io_pct 0.2

create_clock -name clk0 -period $clk_period [get_ports {clk}]

set non_clock_inputs [all_inputs -no_clocks]
set_input_delay [expr $clk_period * $clk_io_pct] -clock clk0 $non_clock_inputs
set_output_delay [expr $clk_period * $clk_io_pct] -clock clk0 [all_outputs]
```
`flow/design.v`:
```
module gmp (
     input wire clk,                 
     input wire rst,                 
     output wire o_clk,              
     output reg [6:0] led,           
     input wire [6:0] switch,        
     output wire [3:0] bcd_tens,     
     output wire [3:0] bcd_units     
);
     assign o_clk = clk;
     reg [7:0] current_output;       
     reg [4:0] lfsr_reg;             
     reg [3:0] counter;              
     reg [7:0] sum;                  
     binary_to_bcd bcd_inst (
         .binary_in(current_output),
         .tens(bcd_tens),
         .units(bcd_units)
     );
     always @(posedge clk or posedge rst) begin
         if (rst) begin
             current_output <= 0;
             lfsr_reg <= 5'b10101;   
             led <= 7'b0000000;      
             counter <= 0;
             sum <= 0;
         end else begin
            counter <= counter + 1;  
             if (counter < 4'd4) begin 
                lfsr_reg <= {lfsr_reg[3:0], lfsr_reg[4] ^ lfsr_reg[2]};
                current_output <= {3'b000, lfsr_reg};
                led <= {lfsr_reg, 2'b00};
                sum <= sum + {3'b000, lfsr_reg}; 
             end
             else if (counter == 4'd4) begin 
                 current_output <= 8'b00000000;
             end else if (counter > 4'd4 && counter <= 4'd10) begin 
                 current_output <= {1'b0, switch};
             end else if (counter > 4'd10 && counter < 4'd12) begin 
                 current_output <= (sum % 100);
                 if ({1'b0, switch} == (sum % 100)) begin
                    led <= 7'b1111111;  
                 end
                 else begin
                    led <= 7'b1010101;  
                 end
             end else if (counter == 4'd15) begin 
                 led <= 7'b1111111;     
                 counter <= 0;          
                 current_output <= 0;   
                 sum <= 0;              
             end
             else begin
                 current_output <= 0; 
                 led <= 7'b0000000; 
             end
         end
     end
endmodule
module binary_to_bcd (
     input  wire [7:0] binary_in,    
     output wire [3:0] tens,         
     output wire [3:0] units         
);
     wire [7:0] clamped_input = binary_in;
     assign tens = clamped_input / 10;   
     assign units = clamped_input % 10; 
endmodule
```
`flow/run.sh`:
```
#!/bin/bash
# OpenROAD 26Q1-2900-gdf79404cd8, Yosys 0.63+post, stock flow scripts
make -C /OpenROAD-flow-scripts/flow DESIGN_CONFIG=/design/flow/config.mk WORK_HOME=/design/flow/orfs finish
```
==> results_slide.txt <==
Flow Results at a Glance

Power
  – Pleak: 0.00150 uW
  – Peak VDD IR: 0.000188 V
  – Power Density: 157 nW/um^2

Floorplan
  – I/O pins: 25
  – Die Height: 87.7 um
  – Die W: 87.7 um
  – # rows: 30
  – Core area: 6940 sq um
  – Die area: 7690 sq um
  – Fp_density: 42.3%

Synth
  – Mean Syn Cell Area: 8.37 sq um
  – Synth flops: 32
  – Ys cells: 351
  – Count of library flops with an enable pin: 0
  – And-or/or-and share of the synthesized area: 28.1%
  – Largest family of logic cells by area: AND-OR/OR-AND gates
  – Mapped Cells: 351
  – Yosys adder share: 6.05%
  – Synth unique cells: 82
  – Mux cell area share: 3.41%
  – Mapped cell area: 2940 sq um
  – Synth Seq Share: 27.4%
  – Simple-Gate Area Share: 22.9%
  – Synth Flop Type: dfrtp_1
  – Yosys Chip Area: 2940 sq um
  – Synth warnings: 1
  – XOR-XNOR Cells, Area Fraction: 5.92%
  – FFs w/ async S/R, synth: 100%

Placement
  – DP Wirelength: 4.85 mm
  – Inst Count DP: 455
  – Final Wtd Congestion: 0.916
  – Pre-CTS WS: 454 ps
  – Placed inst area: 3220 sq um
  – I/O Buffers: 24

Final timing
  – Final hold violation count: 0
  – Final hold slack: 506 ps
  – Slew headroom: 56.3%
  – Fin crit share: 96.5%
  – Max Slew Vio Count: 0
  – Final setup viols: 0
  – Slack of the critical path: 180 ps
  – Worst-Margin Slew: 653 ps
  – Min cycle time layout: 5020 ps
  – Clk_skew: 11.4 ps
  – Highest clock rate: 0.199 GHz

Worst setup path
  – Slowest cell on the critical path: clkdlybuf4s50_1
  – Sum of buffers and inverters on the critical path: 2
  – CP cell instances: ha_1 -> nor2_1 -> inv_1 -> ha_1 -> nand2b_1 -> o21a_2 -> nor2_4 -> xnor2_4 -> o32a_1 -> nand2_1 -> o221ai_2 -> a21o_1 -> a211oi_2 -> clkdlybuf4s50_1
  – Most common cell on crit path: ha_1
  – CP Capture Type: primary output
  – CP peak stage delay: 480 ps
  – Crit Path Max Fanout: 7
  – CP Launch Type: flop
  – Crit Path Class: flop to primary output
  – Top cell family by delay on the critical path: AND-OR/OR-AND gates
  – Critical Path RT: 4160 ps
  – CP arrival: 3980 ps

Clock tree
  – CTS tree: done
  – Clk pin slew, worst setup/hold paths: 70 ps
  – Clk latency late pin: 390 ps
  – Hold_buf cts: 0

Finish
  – Sequential Area: 807 sq um
  – Fin cells: 470
  – Share of cells above drive strength 1: 17.4%
  – Layout Area Growth over Synthesis: 17.8%
  – Logic area: 2020 sq um
  – Top Registers: current_output (8), sum (8), led (7)
  – Post-layout util: 49.9%
  – Fin area: 3460 sq um
  – # fillers: 662

GRT
  – Vias in the first global route: 2,352
  – GRT overflow: 0
  – Pin count of the biggest net entering global routing: 33
  – Antenna violations before repair: 0
  – Tot GR Track Use: 19.7%
  – Wire length of the first global-routing pass: 11.6 mm

Detailed routing
  – DR vias: 2,643
  – Routed WL per cell: 14.5 um
  – Antenna Cells: 0
  – Via density: 5.62
  – DRT Wirelength: 6.81 mm
  – DRT Pass-1 Iters: 4
  – DRC: 0
  – Starting DRC count in detailed routing: 181
  – ANT nets after route: 0

Job
  – Tool warnings: 27
  – Max cap viols: 0

Hold path
  – Min-delay worst type: flop to flop

Status
  – Status: finished clean
## report_power, final
group,switching (uW),internal [uW]
Sequential,0,249
Clock,96.3,182
Combinational,8.81,7.99
Total,105,439
## what timing repair did
action                     in CTS  in global routing
setup endpoints to repair       0                  4
resized                         0                 18
setup buffers                   0                  4
## Yosys cell counts, types with 2 or more instances
library cell  number  area [sq um]
a21oi_1           30           150
dfrtp_1           29           726
nand2_1           29           109
o21ai_0           23           115
nor2_1            19          71.3
inv_1             18          67.6
xnor2_1           11          96.3
ha_1              10           125
nand3_1            9          45.0
nor2b_1            9          56.3
clkbuf_1           8          30.0
nand2b_1           8          50.1
nor3_1             8          40.0
o22ai_1            8          50.1
xor2_1             7          61.3
a31oi_1            6          37.5
and3_1             6          37.5
o21ai_1            6          30.0
a211oi_1           5          37.5
a21o_1             5          37.5
buf_4              5          37.5
o21a_1             5          37.5
mux2_2             4          45.0
mux2i_1            4          40.0
buf_2              3          15.0
dfstp_2            3          78.8
nor3b_1            3          22.5
o211ai_1           3          22.5
a2111oi_2          2          30.0
and2_4             2          17.5
and3b_1            2          17.5
buf_1              2          7.51
buf_6              2          22.5
maj3_2             2          22.5
nand2_2            2          12.5
nand4_1            2          12.5
o21bai_1           2          15.0
o221ai_1           2          17.5
o31ai_1            2          15.0
or2_2              2          12.5
or3_1              2          12.5
## cell type report
type / count / share of cell area, %
multi-input cells: 280 / 58.4
flip-flops and latches: 32 / 23.3
repair buffers: 31 / 8.38
clock buffers: 12 / 4.37
well taps: 96 / 3.47
inverters: 19 / 2.06
## metrics by stage
step	setup TNS [ps]	power (uW)
2_1_floorplan	0	270
6_report	0	544
5_1_grt	-75.3	571
3_5_place_dp	0	283
4_1_cts	0	555
3_3_place_gp	0	283
## worst paths after layout
path | startpoint | end | slack (ps) | depth (start not counted)
setup / recovery | current_output[5]$_DFF_PP0_ | bcd_units[1] | 180 | 14
hold / removal | led[1]$_DFFE_PP0P_ | led[1]$_DFFE_PP0P_ | 510 | 1
setup reg to reg | sum[5]$_DFFE_PP0P_ | led[3]$_DFFE_PP0P_ | 2120 | 11
hold reg to reg | led[1]$_DFFE_PP0P_ | led[1]$_DFFE_PP0P_ | 510 | 1
max in group asynchronous | rst | lfsr_reg[4]$_DFFE_PP1P_ | 3830 | 3
min in group asynchronous | rst | counter[2]$_DFF_PP0_ | 1040 | 3
## metal layers
metal / share of wire [%] / track usage, %
met1: 48 / 31.4
met2: 44 / 28.9
met3: 5.3 / 3.63
met4: 1.9 / 3.73
met5: 0 / 0
## layout by cell type, fill, tap and decap left out, types with 9 or more instances in the layout
cell type        count
a21oi_1             30
xnor2_1             11
clkbuf_8            10
clkdlybuf4s50_1     24
nor2b_1              9
nand2_1             29
o21ai_0             21
inv_1               18
nand3_1              9
dfrtp_1             27
nor2_1              19
ha_1                10
## kinds of logic after synthesis
| kind of cell | after synthesis |
|---|---|
| mux | 9 |
| simple gates | 118 |
| buf+inv | 39 |
| flops | 32 |
| xor+xnor | 19 |
| fa+ha+maj | 14 |
| compound gates | 120 |
Power and IR drop assume default switching activity.
