===== flow/run.sh =====
#!/bin/bash
# OpenROAD 26Q1-2900-gdf79404cd8, Yosys 0.63+post, stock flow scripts
make -C /OpenROAD-flow-scripts/flow DESIGN_CONFIG=/design/flow/config.mk WORK_HOME=/design/flow/orfs finish

===== flow/config.mk =====
export PLATFORM = sky130hd
export DESIGN_NAME = top_module
export DESIGN_NICKNAME = top_module
export VERILOG_FILES = /design/flow/design.v
export SDC_FILE = /design/flow/constraint.sdc
export NUM_CORES = 4
export LEC_CHECK = 1
export CORE_AREA = 10 10 70 70
export DIE_AREA = 0 0 80 80

===== flow/constraint.sdc =====
current_design top_module

set clk_period 1.8
set clk_io_pct 0.2

create_clock -name clk0 -period $clk_period [get_ports {clk}]

set non_clock_inputs [all_inputs -no_clocks]
set_input_delay [expr $clk_period * $clk_io_pct] -clock clk0 $non_clock_inputs
set_output_delay [expr $clk_period * $clk_io_pct] -clock clk0 [all_outputs]

===== flow/design.v =====
module top_module (
    input wire clk,
    input wire rst,
    output wire [2:0] num1,  
    output wire [2:0] num2,  
    output wire [5:0] rand_out,
    output wire [6:0] num    
);
    wire slow_clk;
    click_counter counter_inst (
        .clk(clk),
        .rst(rst),
        .tick(slow_clk)
    );
    random_6bit_xor_msb rng_inst (
        .clk(slow_clk),
        .rst(rst),
        .rand_out(rand_out)
    );
    assign num1 = rand_out[5:3];
    assign num2 = rand_out[2:0];
    assign num = (num1 * 7'd10) + num2;  
endmodule
module random_6bit_xor_msb (
    input wire clk,
    input wire rst,
    output reg [5:0] rand_out
);
    reg [4:0] lfsr;
    always @(posedge clk or posedge rst) begin
        if (rst) begin
            lfsr <= 5'b10101;
            rand_out <= 6'b000000;
        end else begin
            lfsr[4:1] <= lfsr[3:0];
            lfsr[0] <= lfsr[4] ^ lfsr[3];
            rand_out[4:0] <= lfsr;
            rand_out[5] <= lfsr[1] ^ lfsr[0];
        end
    end
endmodule
module click_counter (
    input wire clk,
    input wire rst,
    output reg tick
);
    reg [3:0] count;
    always @(posedge clk or posedge rst) begin
        if (rst) begin
            count <= 4'd0;
            tick <= 1'b0;
        end else begin
            if (count == 4'd9) begin
                count <= 4'd0;
                tick <= 1'b1;
            end else begin
                count <= count + 1;
                tick <= 1'b0;
            end
        end
    end
endmodule

==> flow_summary.ini <==
; generated from flow reports
[global_routing]
antenna_found_initial = 0
grt_pass1_wl_um = 1770
grt_max_degree = 15
grt-ovfl-total = 0
grt_pass1_vias = 388
track_usage_pct = 3.22

[worst_setup_path]
critPathRequiredTime_ps = 1930
reg2reg_slack_ps = 840
crit_path_max_fanout = 4
reg2regPathDepth = 3
cp.arrival_ps = 1090
r2r-start = counter_inst.count[2]
cp-end-kind = flop
r2r_end = counter_inst.count[3]
cp-start-kind = flop
crit_type = reg -> reg

[pwr]
internal_power_w = 0.000199
p_total_w = 0.000248
p_clk_share_pct = 51.3
p_sw_share_pct = 19.9
pwr-share-comb_pct = 3.1
power.switching_w = 0.0000494
power_frac_seq_pct = 45.6
vdd_ir_drop_max_uv = 310
power_leakage_nw = 0.411
power_density_nw_per_um2 = 286

[sta]
whs_ps = 444
finalSetupViolCount = 0
fmax_mhz = 1040
rsz0062_at_grt = false
hold_viol = 0
fin_crit_ps = 959
slew_viol_final = 0
unclocked_pins = 9
untimed_endpoints = 28
relSlewSlack_pct = 67.2
tightest_slew_ps = 492
fin_skew_ps = 5.23
timing.setup.tns_ps = 0
min_period_over_period_pct = 53.3

[routing]
via_per_inst = 3.46
drt-initial-drc-count = 11
drc = 0
vias = 391
firstDrtPassIters = 3
wirelength_um = 1070
antenna_cells = 0
postRouteAntennaNets = 0
wl_per_cell_um = 9.49

[floorplanning]
dieArea_um2 = 6400
fp_util_pct = 19.1
rows = 21
ios = 21
die_width_um = 80
die_h_um = 80
coreArea_um2 = 3420

[synth]
ys.flops = 14
synth.avg_cell_area_um2 = 12.5
ys_area_um2 = 652
ys_cells = 52
synth_seq_share_pct = 54.3
ys_types = 18
post-synth-top-area-cell = dfrtp_1
ff_type = dfrtp_1
syn_area_um2 = 652
synth_cells = 52
top_area_share_pct = 42.2
yosys-top-cells-area = dfrtp_1 42%, dfstp_2 12%, buf_4 10%
async_reset_ff_share_pct = 100
ys.warnings.count = 2
edf_count = 0

[cells_and_area]
num-fill-cells = 375
logic_area_um2 = 219
flop_area_um2 = 354
lay_top_cells = 20 x clkdlybuf4s50_1, 11 x dfrtp_1, 5 x ha_1
syn2layout_area_growth_pct = 33.2
final_common_cell = clkdlybuf4s50_1
drive_gt1_share_pct = 11.9

[run_status]
status = finished clean

[cts]
numCtsBuffers = 3
postCtsResizedCells = 0
h-tree-depth = 1
cts_buffer_depth = 2
ctsHoldBuffers = 0
root_buffer = clkbuf_4
cts_setup_buffers = 0
cts_tree = yes
clkLatencyLatePin_ps = 240
cts.clk_slew.worst_paths_ps = 40

[placement]
globalplace.congestion = 0.752
io_buffer_count = 20
dp_hpwl_um = 913

[run]
drv_cap = 0
warning_count = 25

[min_path]
hp-class = in -> async
-- synth_stat cells (all sizes together) (2+ instances only) --
| library cell | n |
|---|---|
| nand2 | 3 |
| xor2 | 3 |
| inv | 3 |
| a21o | 2 |
| dfrtp | 11 |
| dfstp | 3 |
| ha | 5 |
| xnor2 | 4 |
| nand3 | 2 |
| buf | 9 |
| o21ai | 2 |
-- power groups by stage --
| stage | combinational, W | sequential [W] | clock [W] |
|---|---|---|---|
| CTS | 0.00000803 | 0.000113 | 0.000134 |
| global route | 0.00000904 | 0.000113 | 0.000142 |
| finish | 0.00000767 | 0.000113 | 0.000127 |
-- area by class of cell --
type / count / share of cell area, %
Inverter: 3 / 1.30
Tap cell: 46 / 6.63
Clock buffer: 4 / 3.03
Multi-Input combinational cell: 26 / 25.2
Timing Repair Buffer: 20 / 23.1
Sequential cell: 14 / 40.8
-- worst max-delay path: stages (launching register included) --
cell and delay, ps:
dfrtp_1 400, nand2b_2 160, o21ai_1 60, a22o_1 220
-- metrics by stage --
| stage | worst slack (ps) | area [µm²] | std cells | util (%) |
|---|---|---|---|---|
| 2_1_floorplan | 913 | 652 | 52 | - |
| 3_3_place_gp | 764 | 842 | 109 | 24.7 |
| 3_5_place_dp | 740 | 842 | 109 | 24.7 |
| 4_1_cts | 844 | 868 | 113 | 25.4 |
| 5_1_grt | 796 | 868 | 113 | 25.4 |
| 6_report | 841 | 868 | 113 | 25.4 |
-- sequential cells by signal (all words and copies together) (netlist names) --
signal and flops:
rng_inst.lfsr 5, counter_inst.count 4, counter_inst.tick 1, rng_inst.rand_out 4
-- per-layer routing --
metal	share of wire [%]	up-vias	track usage, %
met4	0	0	0.704
met2	44	15	5.06
met3	14	0	1.25
met5	0	-	0
met1	42	182	4.08
li1	-	194	-
-- cell families after synthesis --
| family | share of synthesized area, % |
|---|---|
| AND-OR/OR-AND | 5.18 |
| XOR/XNOR | 9.41 |
| adder cells (fa/ha/maj) | 12.7 |
| buffers and inverters | 12.1 |
| flip-flops | 54.3 |
| AND/OR/NAND/NOR | 6.33 |
-- worst max path at each step --
stage                startpoint               endpoint  slack (ps)  depth (start not counted)
4_1_cts   counter_inst.count[2]  counter_inst.count[3]         840                          3
5_1_grt   counter_inst.count[2]  counter_inst.count[3]         800                          3
6_report  counter_inst.count[2]  counter_inst.count[3]         840                          3
Power and IR drop assume default switching activity.
